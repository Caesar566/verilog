==> config.mk <==
export PLATFORM = sky130hd
export DESIGN_NAME = PWM
export DESIGN_NICKNAME = PWM
export VERILOG_FILES = /design/flow/design.v
export SDC_FILE = /design/flow/constraint.sdc
export NUM_CORES = 4
export LEC_CHECK = 1
export CORE_AREA = 10 10 101 101
export DIE_AREA = 0 0 111 111
==> constraint.sdc <==
current_design PWM

set clk_period 4.5
set clk_io_pct 0.2

create_clock -name clk0 -period $clk_period [get_ports {clk}]

set non_clock_inputs [all_inputs -no_clocks]
set_input_delay [expr $clk_period * $clk_io_pct] -clock clk0 $non_clock_inputs
set_output_delay [expr $clk_period * $clk_io_pct] -clock clk0 [all_outputs]
==> design.v <==
module PWM(
    timer, clk, out, rstn
);
    input clk;
    input rstn;
    output out;
    output [31 : 0] timer;
    reg out;
    reg [31 : 0]timer ;
    initial begin
        timer <= 32'b0;
        out <= 1'b0;
    end
    always @(posedge clk or negedge rstn) begin
        if (!rstn) begin
            timer <= 32'd0;
        end
        else if(timer == 32'b1111) begin
            timer <= 32'd0;
        end
        else if(timer == 32'b11) begin
            out <= 32'd1;
            timer <= timer + 32'b1;
        end
        else if(timer == 32'b111) begin
            out <= 32'd0;
            timer <= timer + 32'b1;
        end
        else begin
            timer <= timer + 32'b1;
        end
    end
endmodule
==> run.sh <==
#!/bin/bash
# OpenROAD 26Q1-2900-gdf79404cd8, Yosys 0.63+post, stock flow scripts
make -C /OpenROAD-flow-scripts/flow DESIGN_CONFIG=/design/flow/config.mk WORK_HOME=/design/flow/orfs finish
==> flow_results.xml <==
<?xml version="1.0" encoding="UTF-8"?>
<metrics>
  <group name="run">
    <metric name="maxCapViolCount" unit="">0</metric>
    <metric name="tool_warnings" unit="">25</metric>
  </group>
  <group name="synth">
    <metric name="top_cell_area_share" unit="%">50.1</metric>
    <metric name="synth-edff-count" unit="">1</metric>
    <metric name="asyncSetResetFlopFracSynth" unit="%">97.0</metric>
    <metric name="ys_seq_share" unit="%">52.0</metric>
    <metric name="syn-instance-count" unit="">137</metric>
    <metric name="yosysWarningCount" unit="">1</metric>
    <metric name="ys_cells" unit="">137</metric>
    <metric name="ys_seq_elements" unit="">33</metric>
    <metric name="top_cells_by_count" unit="">32 x sky130_fd_sc_hd__dfrtp_1, 17 x sky130_fd_sc_hd__xnor2_1, 12 x sky130_fd_sc_hd__xor2_1, 9 x sky130_fd_sc_hd__nand2_1</metric>
    <metric name="yosys_most_used_dff" unit="">sky130_fd_sc_hd__dfrtp_1</metric>
    <metric name="yosys_chip_area" unit="sq um">1600</metric>
    <metric name="synth.largest_area_cell" unit="">sky130_fd_sc_hd__dfrtp_1</metric>
    <metric name="synthDistinctLibCells" unit="">32</metric>
    <metric name="syn_area" unit="sq um">1600</metric>
    <metric name="synth_dominant_cell_count" unit="">sky130_fd_sc_hd__dfrtp_1</metric>
    <metric name="topCellsByArea" unit="">sky130_fd_sc_hd__dfrtp_1 50%, sky130_fd_sc_hd__xnor2_1 9.3%, sky130_fd_sc_hd__xor2_1 6.6%</metric>
    <metric name="post_synthesis_area_per_instance" unit="sq um">11.7</metric>
  </group>
  <group name="floorplan">
    <metric name="core-area" unit="sq um">8130</metric>
    <metric name="die_height" unit="um">111</metric>
    <metric name="top_level_ports" unit="">35</metric>
    <metric name="placementRows" unit="">33</metric>
    <metric name="dieArea" unit="sq um">12300</metric>
    <metric name="die_w" unit="um">111</metric>
    <metric name="floorplanUtilization" unit="%">19.6</metric>
  </group>
  <group name="clocking">
    <metric name="clock_sinks" unit="">33</metric>
    <metric name="clockRootBuffer" unit="">sky130_fd_sc_hd__clkbuf_8</metric>
    <metric name="htreeDepth" unit="">2</metric>
    <metric name="post_cts.repair.setup_buffers" unit="">0</metric>
    <metric name="worst_skew_pair_latency" unit="ps">280</metric>
    <metric name="cts_made_buffers" unit="">5</metric>
    <metric name="clkSlewWorstSetupHoldPaths" unit="ps">60</metric>
    <metric name="cts_hold_repair.buffers" unit="">0</metric>
    <metric name="cts_tree" unit="">done</metric>
    <metric name="post_cts_resized" unit="">0</metric>
    <metric name="cts-root-to-sink-buffers" unit="">2</metric>
  </group>
  <group name="timing">
    <metric name="maxClockFrequency" unit="MHz">463</metric>
    <metric name="rsz0062_at_grt" unit="">no</metric>
    <metric name="skew" unit="ps">2.01</metric>
    <metric name="final_min_period_over_clock_period" unit="%">48.0</metric>
    <metric name="totalNegativeSetupSlack" unit="ps">0</metric>
    <metric name="fin_hold_ws" unit="ps">504</metric>
    <metric name="number_of_failing_setup_endpoints_in_the_final_timing_report" unit="">0</metric>
    <metric name="fin_worst_setup_slack" unit="ps">2340</metric>
    <metric name="worst_pin_slew" unit="ps">389</metric>
    <metric name="slew-limit-headroom" unit="%">74.1</metric>
    <metric name="timing_hold_violations_final" unit="">0</metric>
    <metric name="period_minus_slack" unit="ps">2160</metric>
    <metric name="timing.final.max_slew_violations" unit="">0</metric>
  </group>
  <group name="setup_path">
    <metric name="timing.critical_path.to_type" unit="">primary output</metric>
    <metric name="startpoint_type" unit="">flip-flop</metric>
    <metric name="cell_by_cell_listing_of_the_critical_path" unit="">clkdlybuf4s50_1</metric>
    <metric name="critPathTopFamily" unit="">buffers and inverters</metric>
    <metric name="timing.critical_path.fanout_max" unit="">7</metric>
    <metric name="cp_data_required_time" unit="ps">3600</metric>
    <metric name="rr_worst_depth" unit="">5</metric>
    <metric name="timing.critical_path.slowest_stage_cell" unit="">sky130_fd_sc_hd__clkdlybuf4s50_1</metric>
    <metric name="rr_startpoint" unit="">timer[0]</metric>
    <metric name="cp_slowest_stage_delay" unit="ps">510</metric>
    <metric name="reg2reg_setup_slack" unit="ps">2660</metric>
    <metric name="r2r_end" unit="">timer[12]</metric>
    <metric name="total_buffers_and_inverters_traversed_by_the_critical_path" unit="">1</metric>
    <metric name="path_class" unit="">flip-flop to primary output</metric>
    <metric name="crit_arrival" unit="ps">1260</metric>
  </group>
  <group name="pwr">
    <metric name="power_switching_share" unit="%">19.8</metric>
    <metric name="clockPowerShare" unit="%">40.2</metric>
    <metric name="cell_internal_power_dissipation" unit="uW">409</metric>
    <metric name="post-layout-total-power" unit="uW">509</metric>
    <metric name="gate_power_share" unit="%">1.3</metric>
    <metric name="p_per_area" unit="nW/um^2">239</metric>
    <metric name="power.sequential.fraction" unit="%">58.5</metric>
    <metric name="p_switching" unit="uW">101</metric>
    <metric name="power.leakage" unit="nW">0.965</metric>
    <metric name="irDropWorstVdd" unit="mV">0.0857</metric>
  </group>
  <group name="global_routing">
    <metric name="grt_start_max_net_pins" unit="">34</metric>
    <metric name="grt_util_met2" unit="%">10.1</metric>
    <metric name="grt_pass1_vias" unit="">1182</metric>
    <metric name="globalRouteOverflowTotal" unit="">0</metric>
    <metric name="gr-max-usage-layer" unit="">met2</metric>
    <metric name="antenna_found_initial" unit="">0</metric>
    <metric name="gr-usage-all-layers" unit="%">6.22</metric>
    <metric name="met3_track_usage_gr" unit="%">2.90</metric>
    <metric name="grtUsageMet1" unit="%">7.50</metric>
    <metric name="global_route_wire_length_before_repair" unit="um">6390</metric>
  </group>
  <group name="placed_design">
    <metric name="gp_congestion" unit="">0.843</metric>
    <metric name="place_hpwl" unit="um">3000</metric>
    <metric name="placement.io_buffers" unit="">34</metric>
    <metric name="dp_slack" unit="ps">2180</metric>
    <metric name="dp.cells" unit="">273</metric>
    <metric name="placed_area" unit="sq um">2050</metric>
  </group>
  <group name="layout">
    <metric name="finish.utilization" unit="%">26.2</metric>
    <metric name="stdcell_count" unit="">281</metric>
    <metric name="layout-drive-gt1-share" unit="%">10.8</metric>
    <metric name="flow.area_growth_from_synthesis" unit="%">33.4</metric>
    <metric name="finalInstanceArea" unit="sq um">2130</metric>
  </group>
  <group name="min_path">
    <metric name="worstHoldStart" unit="">timer[31]</metric>
    <metric name="worstHoldEndpoint" unit="">timer[31]</metric>
    <metric name="worst_hold_class" unit="">flip-flop to flip-flop</metric>
    <metric name="worst_hold_path.num_cells" unit="">1</metric>
  </group>
  <group name="routing">
    <metric name="first_pass_iters" unit="">4</metric>
    <metric name="ant_nets" unit="">0</metric>
    <metric name="insertedDiodeCount" unit="">0</metric>
    <metric name="post_drt_via_cell_ratio" unit="">4.17</metric>
    <metric name="route.detailed.wl_per_inst" unit="um">13.9</metric>
    <metric name="route.detailed.drc" unit="">0</metric>
    <metric name="drt_iter0_drc" unit="">43</metric>
    <metric name="via_count" unit="">1173</metric>
    <metric name="drt-total-wl" unit="um">3900</metric>
  </group>
  <group name="run_status">
    <metric name="status" unit="">finished, final reports clean</metric>
  </group>
</metrics>
how the worst max path moves through the flow:
stage	from	endpoint	slack, ps	depth (start not counted)
6_report	timer[15]	timer[15]	2340	1
4_1_cts	timer[25]	timer[25]	2310	1
5_1_grt	timer[4]	timer[4]	2250	1
flip-flops by register name (all words and copies together), names as in the netlist:
register	count
timer	32
out	1
cell type report:
| class | count | area (sq um) |
|---|---|---|
| timing repair buffer | 35 | 348 |
| fill | 851 | 6000 |
| clock buffer | 8 | 80.1 |
| tap | 105 | 131 |
| sequential | 33 | 831 |
| inverter | 2 | 7.51 |
| multi-input combinational | 98 | 734 |
power by group through the flow:
stage | logic, mW | registers (mW) | clock network, mW
finish | 0.00660 | 0.298 | 0.205
global route | 0.00792 | 0.298 | 0.226
CTS | 0.00724 | 0.298 | 0.211
kinds of logic after synthesis:
| logic type | after synthesis | share of synthesized area, % |
|---|---|---|
| AND/OR/NAND/NOR | 63 | 27.3 |
| flip-flops | 33 | 52.0 |
| XOR/XNOR | 29 | 15.9 |
| buffers and inverters | 6 | 2.04 |
| AND-OR/OR-AND | 4 | 1.41 |
| multiplexers | 1 | 0.626 |
| adder cells (fa/ha/maj) | 1 | 0.783 |
routing by layer:
metal,vias to the layer above,part of all wire (%)
li1,566,-
met1,579,42
met2,26,48
met3,2,9.4
met4,0,1.0
met5,-,0
layout by cell type (no fill, tap or decap), drive strengths merged:
cell and n:
clkbuf 8, edfxtp 1, nor4 9, ha 1
nand4 8, and4b 1, o21ai 1, clkdlybuf4s50 34
nor2 2, nor3 4, mux2i 1, inv 2
xor2 12, buf 1, and2 4, a21boi 1
and4 7, nand2 9, a21oi 2, xnor2 17
nor4bb 1, and3 10, dfrtp 32, nand3 8
Power and IR drop assume default switching activity.
