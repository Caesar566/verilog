**flow/run.sh**
```bash
#!/bin/bash
# OpenROAD 26Q1-2900-gdf79404cd8, Yosys 0.63+post, stock flow scripts
make -C /OpenROAD-flow-scripts/flow DESIGN_CONFIG=/design/flow/config.mk WORK_HOME=/design/flow/orfs finish
```
**flow/design.v**
```verilog
`timescale 1 ns / 100 ps
module  ax_debounce 
(
    input       clk, 
    input       rst, 
    input       button_in,
    output reg  button_posedge,
    output reg  button_negedge,
    output reg  button_out
);
parameter N = 32 ;            
parameter FREQ = 50;          
parameter MAX_TIME = 20;      
localparam TIMER_MAX_VAL =   MAX_TIME * 1000 * FREQ;
reg  [N-1 : 0]  q_reg;       
reg  [N-1 : 0]  q_next;
reg DFF1, DFF2;              
wire q_add;                  
wire q_reset;
reg button_out_d0;
assign q_reset = (DFF1  ^ DFF2);           
assign q_add = ~(q_reg == TIMER_MAX_VAL);  
always @ ( q_reset, q_add, q_reg)
begin
    case( {q_reset , q_add})
        2'b00 :
                q_next <= q_reg;
        2'b01 :
                q_next <= q_reg + 1;
        default :
                q_next <= { N {1'b0} };
    endcase     
end
always @ ( posedge clk or posedge rst)
begin
    if(rst == 1'b1)
    begin
        DFF1 <= 1'b0;
        DFF2 <= 1'b0;
        q_reg <= { N {1'b0} };
    end
    else
    begin
        DFF1 <= button_in;
        DFF2 <= DFF1;
        q_reg <= q_next;
    end
end
always @ ( posedge clk or posedge rst)
begin
	if(rst == 1'b1)
		button_out <= 1'b1;
    else if(q_reg == TIMER_MAX_VAL)
        button_out <= DFF2;
    else
        button_out <= button_out;
end
always @ ( posedge clk or posedge rst)
begin
	if(rst == 1'b1)
	begin
		button_out_d0 <= 1'b1;
		button_posedge <= 1'b0;
		button_negedge <= 1'b0;
	end
	else
	begin
		button_out_d0 <= button_out;
		button_posedge <= ~button_out_d0 & button_out;
		button_negedge <= button_out_d0 & ~button_out;
	end	
end
endmodule
module count_m10(
    input          clk,
    input          rst_n,
    input          en,     
    input          clr,    
    output reg[3:0]data,   
    output reg     t       
);
always@(posedge clk or negedge rst_n) 
begin
    if(rst_n==0)
    begin
        data <= 4'd0;
        t <= 1'd0;
    end
    else if(clr)
    begin
        data <= 4'd0;
        t <= 1'd0;      
    end
    else if(en)
    begin
        if(data==4'd9)
        begin
            t<= 1'b1;     
            data <= 4'd0; 
        end
        else
        begin
            t <= 1'b0;
            data <= data + 4'd1;
        end
    end
    else
        t <= 1'b0;
end
endmodule
module key_debounce(
    input        clk,
    input        rst_n,
	input        key1,
    output [5:0] seg_sel,
    output [7:0] seg_data
);
wire button_negedge;  
ax_debounce ax_debounce_m0
(
    .clk             (clk),
    .rst             (~rst_n),
    .button_in       (key1),
    .button_posedge  (),
    .button_negedge  (button_negedge),
    .button_out      ()
);
wire[3:0] count;
wire t0;
count_m10 count10_m0(
    .clk    (clk),
    .rst_n  (rst_n),
    .en     (button_negedge),
    .clr    (1'b0),
    .data   (count),
    .t      (t0)
);
wire[3:0] count1;
wire t1;
count_m10 count10_m1(
    .clk    (clk),
    .rst_n  (rst_n),
    .en     (t0),
    .clr    (1'b0),
    .data   (count1),
    .t      (t1)
);
wire[6:0] seg_data_0;
seg_decoder seg_decoder_m0(
    .bin_data  (count),
    .seg_data  (seg_data_0)
);
wire[6:0] seg_data_1;
seg_decoder seg_decoder_m1(
    .bin_data  (count1),
    .seg_data  (seg_data_1)
);
seg_scan seg_scan_m0(
    .clk        (clk),
    .rst_n      (rst_n),
    .seg_sel    (seg_sel),
    .seg_data   (seg_data),
    .seg_data_0 ({1'b1,7'b1111_111}),
    .seg_data_1 ({1'b1,7'b1111_111}),
    .seg_data_2 ({1'b1,7'b1111_111}),
    .seg_data_3 ({1'b1,7'b1111_111}),
    .seg_data_4 ({1'b1,seg_data_1}),
    .seg_data_5 ({1'b1,seg_data_0})
);
endmodule 
module seg_decoder
(
	input[3:0]      bin_data,      
	output reg[6:0] seg_data       
);
always@(*)
begin
	case(bin_data)
		4'd0:seg_data <= 7'b100_0000;
		4'd1:seg_data <= 7'b111_1001;
		4'd2:seg_data <= 7'b010_0100;
		4'd3:seg_data <= 7'b011_0000;
		4'd4:seg_data <= 7'b001_1001;
		4'd5:seg_data <= 7'b001_0010;
		4'd6:seg_data <= 7'b000_0010;
		4'd7:seg_data <= 7'b111_1000;
		4'd8:seg_data <= 7'b000_0000;
		4'd9:seg_data <= 7'b001_0000;
		4'ha:seg_data <= 7'b000_1000;
		4'hb:seg_data <= 7'b000_0011;
		4'hc:seg_data <= 7'b100_0110;
		4'hd:seg_data <= 7'b010_0001;
		4'he:seg_data <= 7'b000_0110;
		4'hf:seg_data <= 7'b000_1110;
		default:seg_data <= 7'b111_1111;
	endcase
end
endmodule
module seg_scan(
	input           clk,
	input           rst_n,
	output reg[5:0] seg_sel,       
	output reg[7:0] seg_data,      
	input[7:0]      seg_data_0,
	input[7:0]      seg_data_1,
	input[7:0]      seg_data_2,
	input[7:0]      seg_data_3,
	input[7:0]      seg_data_4,
	input[7:0]      seg_data_5
);
parameter SCAN_FREQ = 200;      
parameter CLK_FREQ = 50000000;  
parameter SCAN_COUNT = CLK_FREQ /(SCAN_FREQ * 6) - 1;
reg[31:0] scan_timer;   
reg[3:0] scan_sel;      
always@(posedge clk or negedge rst_n)
begin
	if(rst_n == 1'b0)
	begin
		scan_timer <= 32'd0;
		scan_sel <= 4'd0;
	end
	else if(scan_timer >= SCAN_COUNT)
	begin
		scan_timer <= 32'd0;
		if(scan_sel == 4'd5)
			scan_sel <= 4'd0;
		else
			scan_sel <= scan_sel + 4'd1;
	end
	else
		begin
			scan_timer <= scan_timer + 32'd1;
		end
end
always@(posedge clk or negedge rst_n)
begin
	if(rst_n == 1'b0)
	begin
		seg_sel <= 6'b111111;
		seg_data <= 8'hff;
	end
	else
	begin
		case(scan_sel)
			4'd0:
			begin
				seg_sel <= 6'b11_1110;
				seg_data <= seg_data_0;
			end
			4'd1:
			begin
				seg_sel <= 6'b11_1101;
				seg_data <= seg_data_1;
			end
			4'd2:
			begin
				seg_sel <= 6'b11_1011;
				seg_data <= seg_data_2;
			end
			4'd3:
			begin
				seg_sel <= 6'b11_0111;
				seg_data <= seg_data_3;
			end
			4'd4:
			begin
				seg_sel <= 6'b10_1111;
				seg_data <= seg_data_4;
			end
			4'd5:
			begin
				seg_sel <= 6'b01_1111;
				seg_data <= seg_data_5;
			end
			default:
			begin
				seg_sel <= 6'b11_1111;
				seg_data <= 8'hff;
			end
		endcase
	end
end
endmodule
```
**flow/config.mk**
```make
export PLATFORM = sky130hd
export DESIGN_NAME = key_debounce
export DESIGN_NICKNAME = key_debounce
export VERILOG_FILES = /design/flow/design.v
export SDC_FILE = /design/flow/constraint.sdc
export NUM_CORES = 4
export LEC_CHECK = 1
export CORE_UTILIZATION = 30
```
**flow/constraint.sdc**
```tcl
current_design key_debounce

set clk_period 4.7
set clk_io_pct 0.2

create_clock -name clk0 -period $clk_period [get_ports {clk}]

set non_clock_inputs [all_inputs -no_clocks]
set_input_delay [expr $clk_period * $clk_io_pct] -clock clk0 $non_clock_inputs
set_output_delay [expr $clk_period * $clk_io_pct] -clock clk0 [all_outputs]
```
==> flow_metrics.tcl <==
# yosys + openroad results
set metrics [dict create \
    cts_setup_buffers 0 \
    fp_util 0.312 \
    io_pins 17 \
    critPathSlowestCell "nand4_1" \
    reg2reg_from "seg_scan_m0.scan_timer[5]$_DFF_PN0_" \
    cp-end-kind "register" \
    syn_area_sq_um 4820 \
    finalClockSkew_ns 0.00934 \
    grt_max_degree 58 \
    ys_warn_count 4 \
    regArea_sq_um 2400 \
    antenna_found_initial 0 \
    dr.pass1.iters 4 \
    antenna_left 0 \
    antenna_cells 0 \
    drc_errors 0 \
    slew_viol_final 0 \
    via_count 3536 \
    cts.sinks 95 \
    syn-instance-count 483 \
    cp.required_ns 4.95 \
    hold_viol 0 \
    top_area_cell "dfrtp_1" \
    placed_cells 705 \
    maxCapViolations 0 \
    setup_tns_ns 0 \
    combGateArea_sq_um 2290 \
    placed_area_sq_um 5200 \
    final_layout_size_suffix_gt1_frac 0.0882 \
    grt_pass1_vias 3362 \
    cts_root_buf "clkbuf_16" \
    cts_buffer_depth 2 \
    finalSetupViolations 0 \
    fmax_mhz 441 \
    ys_cells 483 \
    drt-initial-drc-count 172 \
    path_clk_slew_ns 0.06 \
    min_path_type "register to register" \
    fin_crit_sh 0.482 \
    pre_cts_ws_ns 2.46 \
    routed_wl_mm 8.61 \
    hold-path-cell-count 0 \
    ff_type "dfrtp_1" \
    peakVddDrop_v 0.000182 \
    clock.latency.late_pin_ns 0.34 \
    rsz0062_at_grt "false" \
    crit_path_cell_trace "or4_1 -> o211ai_1 -> nand4_1 -> a21oi_1" \
    grt_use_total 0.114 \
    power_leakage_nw 2.14 \
    io_buffers 15 \
    tool_warnings 40 \
    ys_seq_share 0.497 \
    avgSynthCellArea_sq_um 9.98 \
    worst-path-max-fanout 15 \
    cts_tree "done" \
    synth-edff-count 0 \
    finalCriticalPeriod_ns 2.27 \
    grt_pass1_wl_mm 15.3 \
    async_reset_ff_frac 1.00 \
    max_stage_delay_ns 0.58 \
    min_from "ax_debounce_m0.button_out$_DFFE_PN1N_" \
    chipArea_sq_um 16600 \
    startpoint "seg_scan_m0.scan_timer[5]$_DFF_PN0_" \
    arrival_ns 2.51 \
    start_kind "register" \
    avgViaCountPerCell 4.90 \
    die_w_um 129 \
    ys_types 54 \
    worst-setup-path-type "register to register" \
    place.gp.congestion 0.801 \
    instances_no_fill 721 \
    finish.instance_area_sq_um 5500 \
    worst_pin_slew_ns 0.669 \
    area_leaders "dfrtp_1 (42%), dfstp_2 (8.2%), ha_1 (4.9%), xnor2_1 (4.0%), nand3_1 (3.0%)" \
    outcome "completed" \
    cts_hold_buf 0 \
    reg2reg_depth 4 \
    cts_resized 0 \
    core_sq_um 15400 \
    cts-buffers-inserted 9 \
    area_growth_pct 14.2 \
    place_hpwl_mm 5.69 \
    p_per_area_nw_per_um2 329 \
    row_count 45 \
    fin_ws_ns 2.43 \
    ys_area_sq_um 4820 \
    wire_per_inst_um 11.9 \
    overflow 0 \
    num-fill-cells 1517 \
    maxSlewHeadroom 0.554 \
    yosys_register_bits 95 \
    top_cell_area_share 0.415 \
    cts_htree_levels 3 \
    die_h_um 129 \
]
## layout make-up
class / instances / area share
Timing Repair Buffer: 18 / 0.0309
Clock inverter: 5 / 0.0102
Tap cell: 211 / 0.0480
Inverter: 23 / 0.0157
Multi-Input combinational cell: 358 / 0.416
Sequential cell: 95 / 0.435
Clock buffer: 11 / 0.0441
## worst max-delay path: cells and delay by family (launching register included)
family / cells / cell delay [ns]
flip-flops: 1 / 0.42
AND/OR/NAND/NOR: 2 / 1.10
AND-OR/OR-AND: 2 / 0.66
## cells in the mapped netlist, types with 4 or more instances
cell type and count:
ha_1 19, and4_1 7, mux2i_1 4, a21oi_1 24, nor4_1 12, or4_1 13
clkbuf_1 15, nand2b_1 8, nand2_1 37, nor2_1 36, nand4_1 11, nor4b_1 5
nor3_1 13, xnor2_1 22, o211ai_1 7, dfstp_2 15, dfrtp_1 80, inv_1 23
nand3_1 29, o21ai_0 28, o31ai_1 9, and3_1 4, or3_1 6, xor2_1 5
## per-layer routing
metal / up-vias / track usage / part of all wire
li1: 1773 / - / -
met4: 0 / 0.0118 / 0.012
met1: 1691 / 0.166 / 0.50
met5: - / 0 / 0
met2: 64 / 0.187 / 0.45
met3: 8 / 0.0237 / 0.031
## layout by cell type, fill, tap and decap left out, types with 4 or more instances in the layout
cell type and instances:
a21oi_1 24, and3_1 4, and4_1 7, buf_4 4
clkbuf_16 9, clkdlybuf4s50_1 14, conb_1 17, dfrtp_1 80
dfstp_2 15, ha_1 19, inv_1 23, mux2i_1 4
nand2_1 37, nand2b_1 8, nand3_1 29, nand4_1 11
nor2_1 36, nor3_1 13, nor4_1 12, nor4b_1 5
o211ai_1 7, o21ai_0 28, o31ai_1 9, or3_1 6
or4_1 13, xnor2_1 22, xor2_1 4
## final timing paths
path	end	slack [ns]
worst max-delay path	seg_scan_m0.scan_timer[15]$_DFF_PN0_	2.43
worst min-delay path	ax_debounce_m0.button_out_d0$_DFF_PN1_	0.38
worst max register to register	seg_scan_m0.scan_timer[15]$_DFF_PN0_	2.43
worst min register to register	ax_debounce_m0.button_out_d0$_DFF_PN1_	0.38
max in group asynchronous	ax_debounce_m0.q_reg[6]$_DFFE_PN0P_	3.09
min in group asynchronous	count10_m1.data[2]$_DFFE_PN0P_	0.55
## per-stage QoR
stage | power, mW | hold slack, ns | util
after floorplan | 0.997 | 0.359 | -
after global placement | 1.09 | 0.366 | 0.337
after detailed placement | 1.09 | 0.367 | 0.337
after CTS | 1.83 | 0.378 | 0.357
after global routing | 1.90 | 0.391 | 0.357
final | 1.81 | 0.377 | 0.357
## power by group
part / leakage [nW] / total (mW) / internal, mW / switching (mW)
sequential: 1.23 / 0.926 / 0.890 / 0.0362
clock: 0.146 / 0.733 / 0.427 / 0.306
combinational: 0.768 / 0.149 / 0.0812 / 0.0681
total: 2.14 / 1.81 / 1.40 / 0.410
## logic make-up (layout without fill, tap and decap cells)
logic type,Yosys count,in the layout,share of synthesized area
fa+ha+maj,19,19,0.0493
other cells,2,17,0.00156
mux,8,8,0.0200
simple gates,195,195,0.222
buf+inv,45,57,0.0413
flops,95,95,0.497
xor+xnor,27,27,0.0491
compound gates,92,92,0.119
Power is estimated from default activity; no workload was simulated.
