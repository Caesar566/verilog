**/design/flow/design.v**
```verilog
module button(
    a, out, clk
);
    input a;
    input clk;
    output reg out;
    reg [31:0] timer;
    initial begin
        timer <= 32'b0;
    end
    always @(posedge clk) begin
        if(timer == 32'd20 && a == 1'b0) begin
            timer <= 32'b0;
            out <= 1'b1;
        end
        else if(!a) begin
            timer <= timer + 32'b1;            
        end
        else if(a) begin
            if (timer == 32'd20) begin
                timer <= 0;
                out <= 32'b0;
            end
            else
                timer <= timer + 32'b1;
        end
    end
endmodule
```
**/design/flow/run.sh**
```bash
#!/bin/bash
# OpenROAD 26Q1-2900-gdf79404cd8, Yosys 0.63+post, stock flow scripts
make -C /OpenROAD-flow-scripts/flow DESIGN_CONFIG=/design/flow/config.mk WORK_HOME=/design/flow/orfs finish
```
**/design/flow/config.mk**
```make
export PLATFORM = sky130hd
export DESIGN_NAME = button
export DESIGN_NICKNAME = button
export VERILOG_FILES = /design/flow/design.v
export SDC_FILE = /design/flow/constraint.sdc
export NUM_CORES = 4
export LEC_CHECK = 1
export CORE_UTILIZATION = 30
```
**/design/flow/constraint.sdc**
```tcl
current_design button

set clk_period 5.5
set clk_io_pct 0.2

create_clock -name clk0 -period $clk_period [get_ports {clk}]

set non_clock_inputs [all_inputs -no_clocks]
set_input_delay [expr $clk_period * $clk_io_pct] -clock clk0 $non_clock_inputs
set_output_delay [expr $clk_period * $clk_io_pct] -clock clk0 [all_outputs]
```
==> impl_metrics.toml <==
# generated from flow reports
[final_timing]
skew_ns = 0.00636
final-hold-violation-count = 0
tns_ns = 0
setup_viol = 0
post-route-min-period_ns = 2.16
drv_slew = 0
timing.slew.headroom = 0.504
rsz0062_at_grt = "false"
fmax_mhz = 463
finalCritPeriodShare = 0.393
worstMarginPinSlew_ns = 0.737

[logic_synthesis]
synth_area_per_cell_sq_um = 9.97
area_leaders = "dfxtp_1 47%, xnor2_1 13%, nand4_1 5.8%"
synth_area_leader_cell = "dfxtp_1"
yosys_warnings = 1
synth-edff-count = 0
postSynthSeqShare = 0.470
yosys.stat.chipArea_sq_um = 1410
synth_area_sq_um = 1410
adder_share = 0.0178
synth_cells = 141
synthTopLogicFamily = "simple AND/OR/NAND/NOR gates"
aoi_share = 0
ys_sh_mux = 0.00712
ys_top_cells_by_count = "33 x dfxtp_1, 21 x xnor2_1, 13 x nand3_1, 13 x nand4_1"
synth_top_cell_by_count = "dfxtp_1"
flop_cell = "dfxtp_1"
xor_share = 0.187
ys_sh_simple = 0.302
synth.ff_latch_count = 33
ys_cells = 141
yosysUniqueCellTypes = 21
top_area_frac = 0.470
synth-async-reset-ratio = 0

[global_route]
overflow = 0
grt_max_degree = 17
antenna_found_initial = 0
grt_pass1_vias = 957
grt_usage = 0.105
grt_pass1_wl_um = 4240

[routing]
drc = 0
drt-total-wl_um = 2270
drt_iter0_drc = 29
viasPerCell = 4.87
antenna_cells = 0
dr.pass1.iters = 4
wl_per_cell_um = 11.3
vias = 979
ant_nets = 0

[worst_setup_path]
path_delay_family = "buffers and inverters"
start_kind = "flip-flop"
worst_path_max_delay_cell = "clkdlybuf4s50_1"
cp_cell_sequence = "clkdlybuf4s50_1"
path_class = "reg2out"
critical_path_arrival_ns = 1.06
critPathMaxStageDelay_ns = 0.46
end_kind = "output pin"
required_ns = 4.40
cp_max_fo = 2
cp_num_buf_inv = 1

[power_and_ir_drop]
cellPowerDensity_nw_per_um2 = 261
ir_drop_mv = 0.150
p_leak_nw = 0.556

[clocking]
htree_levels = 2
numCtsBuffers = 5
cts.clk_slew.worst_paths_ns = 0.06
cts_resized = 0
cts_hold_buf = 0
postCtsSetupRepairBufs = 0
cts_sinks = 33
clk_latency_ns = 0.28
cts_tree = "built"
clockBufferDepth = 2
root_buffer = "clkbuf_8"

[placement]
place_hpwl_um = 1560
gp_congestion = 0.776
io_buffers = 2

[floorplanning]
die_x_um = 70.4
fp-utilization = 0.318
dieArea_sq_um = 4960
io_pins = 3
die_h_um = 70.4
rows = 24
coreArea_sq_um = 4410

[finish]
final_util = 0.355
fill_cells = 418
drive_gt1_frac = 0.0738
syn_to_final_growth_pct = 11.4
regArea_sq_um = 661
comb_area_sq_um = 722

[job]
warnings = 26
cap_violations = 0

[hold_path]
hold_class = "reg2reg"

[run_status]
status = "completed"
==> final cells by class <==
class | count | share of cell area
clock inverter | 2 | 0.00639
clock buffer | 6 | 0.0464
sequential | 33 | 0.422
tap | 52 | 0.0416
multi-input combinational | 102 | 0.461
inverter | 4 | 0.00959
timing repair buffer | 2 | 0.0128
==> layer usage <==
layer,track usage,routed length (um),vias to the layer above
li1,-,-,517
met1,0.171,1260,450
met2,0.143,912,8
met3,0.0321,56,4
met4,0.0133,34,0
met5,0,0,-
==> cells by family (layout without fill, tap and decap cells) <==
family | count (synthesis) | after routing
flops | 33 | 33
buf+inv | 6 | 14
xor+xnor | 30 | 30
mux | 1 | 1
simple gates | 69 | 69
fa+ha+maj | 2 | 2
==> power by group <==
group	switching [mW]	leakage [nW]	total (mW)	internal, mW
clock network	0.0808	0.0450	0.168	0.0874
logic	0.0000950	0.245	0.000724	0.000628
registers	0	0.266	0.239	0.239
==> worst register-to-register path, cell delays in order, from the launching register on <==
cell     delay [ns]
dfxtp_1        0.40
nand3_1        0.28
nor4_4         0.70
nand4_1        0.20
xnor2_1        0.17
==> worst paths after layout <==
kind	cells past startpoint	to	slack (ns)	startpoint
max	1	out	3.34	out$_SDFFE_PP1P_
min	2	out$_SDFFE_PP1P_	0.45	out$_SDFFE_PP1P_
max reg2reg	4	timer[29]$_SDFF_PP0_	3.65	timer[2]$_SDFF_PP0_
min reg2reg	2	out$_SDFFE_PP1P_	0.45	out$_SDFFE_PP1P_
==> sequential cells by signal, indices dropped and copies added, names as in the netlist <==
| register | count |
|---|---|
| timer | 32 |
| out | 1 |
==> placed cells by master, fill, tap and decap left out <==
master           count
and4_1               2
nor4_1               6
nor4_4               2
nand2_1              8
nor4b_1              1
ha_1                 2
nor3_2               1
nor2b_1              1
nand4_1             13
nand3_1             13
clkbuf_1             1
mux2i_1              1
xor2_1               9
clkinv_2             2
dfxtp_1             33
nor3_1               4
xnor2_1             21
nand4_4              1
clkbuf_8             5
inv_1                4
and2_1               3
clkdlybuf4s50_1      2
nor2_1               9
and3_1               5
==> metrics by stage <==
| step | cells | power, mW | instance area (sq um) | worst slack, ns | hold slack, ns |
|---|---|---|---|---|---|
| after floorplan | 141 | 0.244 | 1410 | 3.97 | 0.414 |
| after global placement | 193 | 0.245 | 1480 | 3.64 | 0.435 |
| after detailed placement | 193 | 0.245 | 1480 | 3.64 | 0.448 |
| after CTS | 201 | 0.414 | 1570 | 3.33 | 0.455 |
| after global routing | 201 | 0.429 | 1570 | 3.29 | 0.490 |
| final | 201 | 0.408 | 1570 | 3.34 | 0.452 |
Power is estimated from default activity; no workload was simulated.
